[constraint.sdc]
current_design data_mem

set clk_period 484.7
set clk_io_pct 0.2

create_clock -name clk0 -period $clk_period [get_ports {clk}]

set non_clock_inputs [all_inputs -no_clocks]
set_input_delay [expr $clk_period * $clk_io_pct] -clock clk0 $non_clock_inputs
set_output_delay [expr $clk_period * $clk_io_pct] -clock clk0 [all_outputs]
[config.mk]
export PLATFORM = sky130hd
export DESIGN_NAME = data_mem
export DESIGN_NICKNAME = data_mem
export VERILOG_FILES = /design/flow/design.v
export SDC_FILE = /design/flow/constraint.sdc
export NUM_CORES = 4
export LEC_CHECK = 1
export CORE_UTILIZATION = 30
export SYNTH_MEMORY_MAX_BITS = 65536
[run.sh]
#!/bin/bash
# OpenROAD 26Q1-2900-gdf79404cd8, Yosys 0.63+post, stock flow scripts
make -C /OpenROAD-flow-scripts/flow DESIGN_CONFIG=/design/flow/config.mk WORK_HOME=/design/flow/orfs finish
[design.v]
module data_mem #(
    parameter
    addr_width = 9,
    data_width = 32,
    depth = 512
)(
    input [addr_width-1:0] addr,
    input clk,rd,
    input [3:0] we,
    input [data_width-1:0] data_in,
    output reg [data_width-1:0] data_out
);
    reg [data_width-1:0] mem [0:depth-1];
    reg [addr_width-1:0] addr_reg;
    always @(posedge clk) begin
        addr_reg<=addr;
        if (we[0]) mem[addr][7:0] <= data_in[7:0];
        if (we[1]) mem[addr][15:8] <= data_in[15:8];
        if (we[2]) mem[addr][23:16] <= data_in[23:16];
        if (we[3]) mem[addr][31:24] <= data_in[31:24];
        if(rd)
        data_out <= mem[addr_reg];
    end
endmodule
==> changes_impl.md <==
### Changed

- Status: completed
- Post-Synth AOI/OAI Area: 4.28%
- Clock Tree Buf Depth: 6
- Worst Tran Pin Value: 1.40 ns
- Post-detail-place hpwl: ~1400000 µm
- Total CTS buffers: 1629
- Flop area: between 400000 and 500000 µm²
- Syn Area/Cell: a little under 20 µm²
- Post-Synthesis Cells: 32360
- Core area: approximately 2100000 µm²
- Final setup margin: ~380 ns
- Hold slack: approximately 1.3 ns
- Largest net degree at the start of global routing: 111
- First DRT Iteration DRCs: ~26000
- # resized after CTS: 0
- CTS tree: done
- Power per cell area: 4.09 nW/µm²
- Synth Seq Share: around 77%
- # port buffers: 78
- Endpoint type of the worst setup path: flip-flop
- Final setup fails: 0
- Root Buffer: clkbuf_16
- Chip width: approximately 1500 µm
- DRT Pass-1 Iters: 7
- Antenna-violating nets left: 0
- Fp util: a little under a third
- OpenROAD warning count: about 49
- Area growth syn-to-layout: 13.8%
- Peak supply drop: about 0.0045 mV
- Total negative slack: 0 ns
- H-tree depth: 7
- Routability Congestion: 0.970
- Drt wl/cell: between 30 and 40 µm
- Reg power frac: between 50 and 60%
- Number of global-route vias before repair: ~380k
- LEAKAGE: between 200 and 250 nW
- Combinational cell fraction of total power: around 5.5%
- Ys flop type: edfxtp_1
- Multiplexer share: ~14%
- Post-layout period usage: 20.7%
- # fillers: just under 200k
- Unique cell types: 97
- Layout Skew: 0.356 ns
- YS chip area: 642000 µm²
- Ys flops: around 16000
- Main logic family: multiplexers
- Vias: 337446
- Adder Area Share: 0%
- Hold Buf Count CTS: 0
- Drt drc: 0
- Comb area: about 140000 µm²
- Max-cap violation count: 0
- Post-synthesis async set-or-reset flop share: 0%
- Gr ovfl total: 0
- Layout cells sized above 1: ~19%
- RSZ-0062 raised after global routing: false
- Sw Pwr: 0.667 mW
- CTS sink cnt: 16425
- Die height: around 1500 µm
- Post CTS Setup Buffer Count: 0
- Nature of the critical path startpoint: input port
- Internal power: approximately 2.3 mW
- Post-synth EDFFs: 16416
- # Cells Yosys: 32360
- Chip area: 2150000 µm²
- Fmax achieved: 9.97 MHz
- Detailed-route wire length: roughly 2100000 µm
- Synth Area in XOR/XNOR: 0%
- Latency at later pin: between 1.5 and 2 ns
- Net Sw Frac: about 22%
- Simple share: ~2.6%
- Final hold vios: 0
- Mapped Area: about 640000 µm²
- Clock slew at reported path FFs: around 0.060 ns
- Worst slack, placed: about 380 ns
- I/O Pins: between 70 and 80
- Via/cell ratio: between 5 and 6
- Util after Layout: between 30% and 40%
- Ys Warns: 1
- Worst min path class: reg -> reg
- GRT Util Overall: 20.6%
- Slew Viols, Final: 0
- Crit Path Category: in -> reg
- Initial antenna violation count: 232
- Crit path DRT: about 490 ns
- Period minus WS final: about 100 ns
- First-pass GRT wire length: roughly 2900000 µm
- Clock power frac: a little over two fifths
- Critical Path Fanout Max: 18
- Max reg flops: 16384
- Worst slew margin: under 10%
- # rows: 537
- CP arrival: between 100 and 150 ns
[worst max-delay path: stages]
cell and delay, ns:
clkdlybuf4s50_1 1.09, and2_1 0.89, nand2_4 0.56, buf_4 0.48, buf_4 0.42, buf_4 0.31, nor2_1 0.58
[cells in the mapped netlist, types with 22 or more instances]
cell | instances | area (µm²)
o22ai_1 | 903 | 5650
edfxtp_1 | 16416 | 493000
buf_1 | 207 | 777
a22oi_1 | 119 | 893
a2111oi_0 | 47 | 412
or3_1 | 30 | 188
a21o_1 | 35 | 263
buf_2 | 276 | 1380
mux2i_1 | 3195 | 32000
o21a_1 | 69 | 518
and2_1 | 42 | 263
a221oi_1 | 45 | 394
mux4_1 | 42 | 1100
nor2b_1 | 22 | 138
nand3_1 | 109 | 546
a31oi_1 | 188 | 1180
nand2_1 | 517 | 1940
mux2_2 | 33 | 372
buf_8 | 82 | 1230
a21oi_1 | 780 | 3900
o221ai_1 | 991 | 8680
o21ai_1 | 46 | 230
nand4_1 | 79 | 494
buf_4 | 166 | 1250
buf_12 | 88 | 1760
mux4_2 | 2562 | 57700
nor2_1 | 2534 | 9510
buf_6 | 336 | 3780
nor3_1 | 361 | 1810
and3_1 | 39 | 244
clkbuf_1 | 1000 | 3750
a211oi_1 | 119 | 893
o21ai_0 | 400 | 2000
nor4_1 | 84 | 526
[power groups by stage]
stage / combinational (mW) / sequential (mW) / clock, mW
global route: 0.171 / 1.57 / 1.33
finish: 0.164 / 1.57 / 1.26
CTS: 0.161 / 1.57 / 1.27
[routing by layer]
metal,global-route usage [%],up-vias,wire length [µm]
met1,18.2,165658,574000
met5,5.39,-,13300
met4,11.2,378,143000
met3,21.2,4986,466000
li1,-,136376,-
met2,28.2,30048,902000
[through the flow]
stage          total power, mW  instances  instance area [µm²]
4_1_cts                   3.00      62901               730000
2_1_floorplan             1.67      32360               642000
3_5_place_dp              1.76      59934               677000
5_1_grt                   3.06      63075               731000
3_3_place_gp              1.76      59933               677000
6_report                  2.99      63257               731000
[cells by family (layout without fill, tap and decap cells)]
| kind of cell | after synthesis | after routing |
|---|---|---|
| flip-flops | 16425 | 16425 |
| multiplexers | 5833 | 5833 |
| AND-OR/OR-AND | 4014 | 4014 |
| AND/OR/NAND/NOR | 3907 | 3907 |
| buffers and inverters | 2181 | 4425 |
| other | 0 | 356 |
[final timing paths]
check                    start            to  slack, ns  cells after the start
setup / recovery       addr[5]  mem[319][18]     384.41                      7
hold / removal    mem[289][27]  data_out[27]       1.33                      6
setup reg to reg   addr_reg[0]  data_out[18]     473.41                     20
hold reg to reg   mem[289][27]  data_out[27]       1.33                      6
[final cells by class]
class | instances | share of cell area (%)
antenna | 356 | 0.122
clock buffer | 1914 | 5.76
clock inverter | 1053 | 1.50
inverter | 5 | 0.00565
multi-input combinational | 13754 | 18.7
sequential | 16425 | 67.4
tap | 28297 | 4.84
timing repair buffer | 1453 | 1.64
[cell usage in the layout (no fill, tap or decap), types with 36 or more instances in the layout]
cell / count
nand3_1: 106
mux4_2: 2562
nand2_1: 389
o21ai_1: 47
clkinv_2: 317
a221oi_1: 45
a2111oi_0: 42
nor2_1: 2508
clkinvlp_4: 85
mux4_1: 42
bufinv_16: 164
edfxtp_1: 16416
o21a_1: 69
clkbuf_1: 271
clkdlybuf4s50_1: 41
clkbuf_16: 1643
a31oi_1: 186
and3_1: 36
inv_6: 38
nor4_1: 76
a22oi_1: 119
clkinv_16: 44
o21ai_0: 399
o22ai_1: 903
nor3_1: 344
nand4_1: 79
o221ai_1: 991
a211oi_1: 118
buf_12: 57
buf_4: 1317
clkinv_1: 335
mux2i_1: 3195
nand2_4: 113
diode_2: 356
a21oi_1: 780
No activity file was given, so power comes from the tool's default toggle rates.
