$ cat flow/constraint.sdc
current_design regfile

set clk_period 7.5
set clk_io_pct 0.2

create_clock -name clk0 -period $clk_period [get_ports {clk}]

set non_clock_inputs [all_inputs -no_clocks]
set_input_delay [expr $clk_period * $clk_io_pct] -clock clk0 $non_clock_inputs
set_output_delay [expr $clk_period * $clk_io_pct] -clock clk0 [all_outputs]
$ cat flow/design.v
module regfile#(
    parameter reg_width = 32,
    parameter addr_width = 5,
    parameter depth = 32
)(
    input clk,  
    input [addr_width-1:0] rs1_addr, rs2_addr,rd_addr,
    input [reg_width-1:0] rd_data,
    input reg_write,
    output wire [reg_width-1:0] rs1_data,rs2_data
);
    reg [reg_width-1:0] reg_array [0:depth-1];
    integer i;
    initial begin
        for (i = 0; i < depth; i = i + 1) begin
            reg_array[i] = 0;
        end
    end
    assign rs1_data = reg_array[rs1_addr];
    assign rs2_data = reg_array[rs2_addr];
    always @(posedge clk) begin
        if (reg_write && rd_addr != 0) begin
            reg_array[rd_addr] <= rd_data;
        end
    end
endmodule
$ cat flow/run.sh
#!/bin/bash
# OpenROAD 26Q1-2900-gdf79404cd8, Yosys 0.63+post, stock flow scripts
make -C /OpenROAD-flow-scripts/flow DESIGN_CONFIG=/design/flow/config.mk WORK_HOME=/design/flow/orfs finish
$ cat flow/config.mk
export PLATFORM = sky130hd
export DESIGN_NAME = regfile
export DESIGN_NICKNAME = regfile
export VERILOG_FILES = /design/flow/design.v
export SDC_FILE = /design/flow/constraint.sdc
export NUM_CORES = 4
export LEC_CHECK = 1
export CORE_UTILIZATION = 40
==> run notes <==
Physical implementation.

- The H-tree was split into 3 levels.
- Internal power comes to 9.672 mW.
- IR analysis of the VDD net gives a maximum drop of 0.1902 mV.
- Using the TritonRoute via totals, the vias-per-cell ratio works out to 5.943.
- In the Yosys report the total cell count is 3386.
- The iteration count of the initial detailed-routing pass is 6.
- The first global-routing pass estimated 217000 um of wire.
- The synthesis report lists the Yosys warning total as 1.
- The worst endpoint required time is 6.00 ns.
- Of the total power, the share spent switching nets is 23.36%.
- On the worst setup and hold paths after CTS, the clock-pin slew comes to 0.06 ns.
- Of all nets on the critical path, the largest fanout is 42.
- The run finished with clean final reports.
- Entering global routing, the biggest net connects 84 pins.
- The root buffer cell chosen for the clock tree is sky130_fd_sc_hd__clkbuf_16.
- The area share of the leading cell type in the synthesized netlist is 63.07%.
- The amount of wire on met2 after detailed routing is 70350 um.
- The transition time recorded at the tightest slew-check pin is 0.9817 ns.
- Per Yosys stat, the portion of area used by sequential elements is 63.07%.
- Dividing the final minimum period by the clock period gives 84.04%.
- The count of buffers added by post-CTS timing repair for setup is 0.
- The proportion of power drawn by the clock network is 39.6%.
- The worst relative slew slack is 34.40%.
- The routed layout reports a DRC error count of 0.
- The max-capacitance violation count is 0.
- The via count of the first global-routing pass is 31750.
- The main area contributors are sky130_fd_sc_hd__edfxtp_1 (63%), sky130_fd_sc_hd__mux2i_1 (21%), sky130_fd_sc_hd__a22oi_1 (3.0%).
- TritonCTS built the clock tree.
- The chip area estimate from yosys synthesis is 0.04876 mm2.
- The average wire per standard cell is 29.12 um.
- For this block, wires on met1 add up to 54900 um.
- The critical path data arrival time is 4.80 ns.
- The register with the most flip-flops in the layout has 1024 of them.
- The distinct cell type count of the synthesized netlist is 24.
- The kind of start point of the critical path is an input pin.
- The net switching power is 2.949 mW.
- In the final layout, the registers with the most flip-flops are reg_array (1024).
- The total of buffers placed on input and output ports is 112.
- The total global-route track usage is 26.52%.
- Synthesis handed over a netlist of 3386 instances.
- STA reports the tightest min-delay check as being of type input pin to register.
- The I/O pin count is 113.
- Based on the critical path, the design can be clocked at up to 158.6 MHz.
- The overall die area is 0.1233 mm2.
- The aoi/oai-family share of the synthesized area is 8.048%.
- The core area is 0.1204 mm2.
- The routed via count is 31040.
- The final layout reports a setup TNS of 0 ns.
- In the placement report, post-DP HPWL is listed as 84840 um.
- The number of hold-repair buffers added at the cts stage is 0.
- Per the finish-stage timing summary, setup violations number 0.
- The combinational group share of total power is 9.5%.
- The synthesized netlist devotes 0% of its cell area to adder and majority cells.
- Per the summary, power density relative to cell area is 227.8 mW/mm2.
- The multi-input combinational cells in the finished layout cover a total of 0.01689 mm2.
- The routed wire length on met3 is 22760 um.
- Relative to the synthesized area, the layout overhead comes to 13.62%.
- Per the synthesis report, the XOR/XNOR share of the synthesized area is 0%.
- Setup repair after global routing left no endpoint under its margin.
- CTS reports a maximum clock tree buffer depth of 3.
- The setup path with the least slack is of type input pin to output pin.
- The cell type contributing the most total cell area after synthesis is sky130_fd_sc_hd__edfxtp_1.
- The highest routing layer actually used is met5.
- The worst setup path is captured at an output pin.
- In this run the tools logged warnings totalling 26.
- The clock period minus final worst setup slack is 6.303 ns.
- The synthesized netlist devotes 4.709% of its cell area to simple gates.
- The quantity of gates resized following cts is 0.
- Clock tree synthesis found a total of 1024 sinks.
- The average cell area after synthesis is 14.40 um2.
- The register share of total power is 50.8%.
- The hold violation count in the final report is 0.
- The floorplan core density is 40.48%.
- The leakage power of the design is 20.31 nW.
- For reference, the final report shows the max-slew violation count at 0.
- The area taken by flip-flops and latches is 0.03075 mm2.
- The post-route antenna net violation count is 0.
- The total overflow left after global routing is 0.
- The initial detailed-routing violation count is 2126.
- The initial antenna violation count is 10.
- After filler insertion, the fill cell instance count of the layout stands at 10460.
- Counting flops and latches in the post-synthesis netlist gives 1024.
- TritonCTS created 105 clock buffers.
- The fraction of layout cells with a size suffix above 1 is 9.360%.
- The routability congestion estimate is 0.8664.
- According to the floorplan report, the die height is 351.1 um.
- The overall routed net length is 152100 um.
- Hold is met by 1.622 ns.
- Row generation in the floorplan step produced 127 rows.
- The multiplexer share of the synthesized area is 21.02%.
- Measured along the x axis, the die boundary spans 351.1 um.
- The post-synthesis instance area is 0.04876 mm2.
- The synthesis run identifies the leading combinational cell family as multiplexers.
- The register with the most flip-flops in the final layout is reg_array.
==> final cells by class <==
type                       count  area share, %
antenna                        1       0.004517
clock inverter                63         0.9328
clock buffer                 131          4.958
multi-input combinational   2140          30.48
timing repair buffer         253          4.472
sequential                  1024          55.51
tap                         1612          3.641
==> synth_stat cells <==
| master | n |
|---|---|
| sky130_fd_sc_hd__edfxtp_1 | 1024 |
| sky130_fd_sc_hd__mux2i_1 | 1024 |
| sky130_fd_sc_hd__nand2_1 | 195 |
| sky130_fd_sc_hd__nand3_1 | 194 |
| sky130_fd_sc_hd__a21oi_1 | 192 |
| sky130_fd_sc_hd__a22oi_1 | 192 |
| sky130_fd_sc_hd__a22o_1 | 128 |
| sky130_fd_sc_hd__clkbuf_1 | 82 |
| sky130_fd_sc_hd__a31oi_1 | 64 |
| sky130_fd_sc_hd__nor3_1 | 64 |
| sky130_fd_sc_hd__buf_2 | 62 |
| sky130_fd_sc_hd__buf_4 | 57 |
| sky130_fd_sc_hd__buf_6 | 37 |
| sky130_fd_sc_hd__nor2_1 | 34 |
| sky130_fd_sc_hd__buf_1 | 11 |
| sky130_fd_sc_hd__nand3b_1 | 5 |
| sky130_fd_sc_hd__clkbuf_4 | 4 |
| sky130_fd_sc_hd__nand2b_1 | 4 |
| sky130_fd_sc_hd__nor2b_1 | 4 |
| sky130_fd_sc_hd__or3b_2 | 3 |
| sky130_fd_sc_hd__and2_1 | 2 |
| sky130_fd_sc_hd__or2_2 | 2 |
| sky130_fd_sc_hd__conb_1 | 1 |
| sky130_fd_sc_hd__or3_1 | 1 |
==> kinds of logic (layout without fill, tap and decap cells) <==
family / count (synthesis) / after routing
AOI/OAI and AO/OA: 576 / 576
buffers and inverters: 253 / 447
DFF: 1024 / 1024
muxes: 1024 / 1024
other: 1 / 33
and+or+nand+nor: 508 / 508
==> per-stage QoR <==
step / total power [mW] / area [um2] / cells / utilization, % / worst slack (ns)
floorplan: 7.197 / 48870 / 3417 / - / 3.445
global placement: 7.722 / 52130 / 5029 / 43.28 / 1.251
detailed placement: 7.727 / 52130 / 5029 / 43.28 / 1.222
CTS: 12.68 / 55390 / 5223 / 45.99 / 1.221
global route: 13.00 / 55390 / 5223 / 45.99 / 1.141
finish: 12.62 / 55400 / 5224 / 45.99 / 1.197
==> metal layers <==
metal  GRT usage (%)  vias to the layer above
met5          0.9027                        -
met2           39.25                     1708
met1           34.19                    15430
met3           16.85                      250
li1                -                    13630
met4           5.484                       22
==> path summary, 6_finish.rpt <==
check / start / end / slack [ns] / cells past startpoint
min: rd_data[3] / reg_array[31][3]$_DFFE_PP_ / 1.62 / 2
max: rs1_addr[0] / rs1_data[6] / 1.20 / 8
==> worst max-delay path, cell delays in order <==
cell,delay [ns]
sky130_fd_sc_hd__clkdlybuf4s50_1,0.67
sky130_fd_sc_hd__and2_4,0.78
sky130_fd_sc_hd__buf_4,0.44
sky130_fd_sc_hd__a22o_1,0.20
sky130_fd_sc_hd__nor3_1,0.05
sky130_fd_sc_hd__a31oi_1,0.41
sky130_fd_sc_hd__nand3_1,0.20
sky130_fd_sc_hd__clkdlybuf4s50_1,0.52
==> power groups by stage <==
stage | registers [mW] | clock network (mW) | logic [mW]
4_1_cts | 6.41 | 5.07 | 1.20
5_1_grt | 6.42 | 5.30 | 1.28
6_report | 6.41 | 5.00 | 1.20
==> layout by cell type (no fill, tap or decap), types with 25 or more instances in the layout <==
master                            synthesis  final
sky130_fd_sc_hd__mux2i_1               1024   1024
sky130_fd_sc_hd__edfxtp_1              1024   1024
sky130_fd_sc_hd__nand3_1                194    194
sky130_fd_sc_hd__nand2_1                195    193
sky130_fd_sc_hd__a22oi_1                192    192
sky130_fd_sc_hd__a21oi_1                192    192
sky130_fd_sc_hd__a22o_1                 128    128
sky130_fd_sc_hd__buf_4                   57    118
sky130_fd_sc_hd__clkdlybuf4s50_1          0    110
sky130_fd_sc_hd__clkbuf_16                0    106
sky130_fd_sc_hd__nor3_1                  64     64
sky130_fd_sc_hd__a31oi_1                 64     64
sky130_fd_sc_hd__nor2_4                   0     33
sky130_fd_sc_hd__conb_1                   1     32
sky130_fd_sc_hd__clkbuf_1                82     25
Power is estimated from default activity; no workload was simulated.
